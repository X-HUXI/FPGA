[flow/design.v]
    module flash_write(
       input                  clk     , 
       input                  rst_n   , 
       input                  wren    ,
       input          [23:0]  wradress,
       input          [7:0]   data    ,
       input                  data_vld,
       output   reg   [1:0]   fail    , 
       output   reg           wrready ,
       output   reg           wrdone  ,
       input                  done    ,
       input          [7:0]   dout    ,
       output   reg           req     ,
       output   reg   [7:0]   din     ,
       output   reg           finish  
    );
        localparam M_IDLE  = 5'b00001, 
                   M_WREN  = 5'b00010, 
                   M_SE    = 5'b00100, 
                   M_RDSR  = 5'b01000, 
                   M_PP    = 5'b10000; 
        localparam S_IDLE  = 5'b00001, 
                   S_CMD   = 5'b00010, 
                   S_ADDR  = 5'b00100, 
                   S_DATA  = 5'b01000, 
                   S_DELAY = 5'b10000; 
        reg  [23:0]  wradress_latch;
        reg  [4:0]   m_state_c     ;
        reg  [4:0]   m_state_n     ;
        reg          wel           ;
        reg          busy          ;
        reg  [2:0]   flag          ;
        reg          sidle_en      ;
        reg  [4:0]   s_state_c     ;
        reg  [4:0]   s_state_n     ;
        reg  [10:0]  byte_cnt      ;
        reg  [10:0]  BYTE_CNT      ;
        reg          byte_done     ;
        reg  [16:0]  delay_5ms     ;
        reg          done_5ms      ;
        reg  [9:0]   delay_3s      ;
        reg          done_3s       ;
        reg          req_en        ;
        always@(posedge clk or negedge rst_n)begin
            if(!rst_n)
                wradress_latch<= 0;
            else if(wren)
                wradress_latch<=  wradress;
        end
        always@(posedge clk or negedge rst_n)begin
            if(!rst_n)
                m_state_c<= M_IDLE;
            else
                m_state_c<= m_state_n;
        end 
        always@(*)begin
            case(m_state_c)
                M_IDLE :begin
                        if(wren)
                            m_state_n = M_WREN;
                        else
                            m_state_n = m_state_c;
                      end               
                M_WREN :begin
                        if(done_5ms&flag[0])
                            m_state_n = M_SE  ;
                        else if(done_5ms&flag[1])
                            m_state_n = M_PP  ;
                        else
                            m_state_n = m_state_c;
                      end       
                M_SE   :begin
                        if(done_3s)
                            m_state_n = M_RDSR;
                        else
                            m_state_n = m_state_c;
                      end       
                M_RDSR :begin
                        if(done_5ms&flag[1]&wel&~busy)
                            m_state_n = M_PP  ;
                        else if(done_5ms&flag[1]&(~wel&~busy ))
                            m_state_n = M_WREN ;
                        else if(done_5ms&(busy | (flag[2]&~busy)))
                            m_state_n = M_IDLE ;
                        else
                            m_state_n = m_state_c;
                      end
                M_PP   :begin
                        if(done_5ms)
                            m_state_n = M_RDSR;
                        else
                            m_state_n = m_state_c;
                      end
            endcase
        end
        always@(posedge clk or negedge rst_n)begin
            if(!rst_n)
                sidle_en<= 0;
            else if(wren|((m_state_c == M_WREN)|(m_state_c == M_PP))&done_5ms|((m_state_c==M_SE)&done_3s))
                sidle_en<= 1'b1;
            else if( (m_state_c== M_RDSR)&(flag[1]&~busy)&done_5ms)
                sidle_en<= 1'b1;
            else
                sidle_en<= 1'b0;
        end
        always@(posedge clk or negedge rst_n)begin
            if(!rst_n)
                BYTE_CNT<= 0;
            else if(sidle_en)
                BYTE_CNT<= 1;
            else if(((m_state_c==M_SE)|(m_state_c==M_PP))&(s_state_c==S_CMD)&byte_done)
                BYTE_CNT<= 3;
            else if((m_state_c==M_RDSR)&(s_state_c==S_CMD)&byte_done)
                BYTE_CNT<= 10;
            else if((m_state_c==M_PP)&(s_state_c==S_ADDR)&byte_done)
                BYTE_CNT<= 12;
        end
        always@(posedge clk or negedge rst_n)begin
            if(!rst_n)
                byte_cnt <= 0;
            else if((byte_cnt== BYTE_CNT -1)&done ) 
                byte_cnt <= 0;
            else if(done&(m_state_c != M_IDLE))
                byte_cnt <=  byte_cnt + 1'b1;
        end
        always@(posedge clk or negedge rst_n)begin
            if(!rst_n)
                byte_done<= 0;
            else if((byte_cnt== BYTE_CNT -1)&done)
                byte_done<= 1'b1;
            else
                byte_done<= 1'b0;
        end
        always@(posedge clk or negedge rst_n)begin
            if(!rst_n)
                delay_5ms <= 0;
            else if(delay_5ms== 125_000-1) 
                delay_5ms <= 0;
            else if(s_state_n == S_DELAY)
                delay_5ms <=  delay_5ms + 1'b1;
        end
        always@(posedge clk or negedge rst_n)begin
            if(!rst_n)
                done_5ms<= 0;
            else if(delay_5ms== 125_000-1)
                done_5ms<= 1'b1;
            else  
                done_5ms<= 1'b0;
        end
        always@(posedge clk or negedge rst_n)begin
            if(!rst_n)
                delay_3s <= 0;
            else if((delay_3s== 600 -1 )&done_5ms) 
                delay_3s <= 0;
            else if((done_5ms)&m_state_c == M_SE)
                delay_3s <=  delay_3s + 1'b1;
        end
        always@(posedge clk or negedge rst_n)begin
            if(!rst_n)
                done_3s<= 0;
            else if((delay_3s== 600 -1 )&done_5ms)
                done_3s<= 1'b1;
            else
                done_3s<= 1'b0;
        end
        always@(posedge clk or negedge rst_n)begin
           if(!rst_n)begin
              wel<= 0;
              busy<= 1;
           end
           else if((m_state_c==M_RDSR)&(s_state_c == S_DATA)&done )begin
              wel<= dout[1];
              busy<= dout[0];
           end
        end
        always@(posedge clk or negedge rst_n)begin
            if(!rst_n)
                flag <= 0;
            else if(wren)
                flag <= 3'b001;
            else if( m_state_c== M_SE &done_3s)
                flag <= 3'b010;
            else if(m_state_c== M_PP &done_5ms)
                flag <= 3'b100;
        end
        always@(posedge clk or negedge rst_n)begin
            if(!rst_n)
                s_state_c<= S_IDLE;
            else
                s_state_c<=  s_state_n;
        end
        always@(*)begin
            case(s_state_c)
                S_IDLE: begin
                            if(sidle_en) 
                                s_state_n = S_CMD ;
                            else 
                                s_state_n = s_state_c;
                        end
                S_CMD : begin
                            if(m_state_c==M_WREN&byte_done) 
                                s_state_n = S_DELAY;
                            else if(((m_state_c==M_SE)|(m_state_c==M_PP))&byte_done) 
                                s_state_n = S_ADDR;
                            else if((m_state_c==M_RDSR)&byte_done)
                                s_state_n = S_DATA;
                            else 
                                s_state_n = s_state_c;
                        end            
                S_ADDR: begin
                            if((m_state_c==M_SE)&byte_done) 
                                s_state_n = S_DELAY;
                            else if((m_state_c==M_PP)&byte_done) 
                                s_state_n = S_DATA;
                            else 
                                s_state_n = s_state_c;
                        end
                S_DATA: begin
                            if(((m_state_c==M_PP)|(m_state_c==M_RDSR))&byte_done) 
                                s_state_n = S_DELAY;
                            else 
                                s_state_n = s_state_c;
                        end 
                S_DELAY: begin
                            if(( m_state_c!=M_SE)&done_5ms|( m_state_c==M_SE &done_3s)) 
                                s_state_n = S_IDLE;
                            else 
                                s_state_n = s_state_c;
                        end            
                default: s_state_n = S_IDLE;
            endcase
        end
        always@(posedge clk or negedge rst_n)begin
            if(!rst_n)
                finish<= 0;
            else if((m_state_c==M_WREN)&byte_done)
                finish<= 1'b1;
            else if((m_state_c==M_SE)&(s_state_c==S_ADDR)&byte_done)
                finish<= 1'b1;
            else if(((m_state_c==M_RDSR)|(m_state_c==M_PP))&(s_state_c==S_DATA)& byte_done)
                finish<= 1'b1;
            else
                finish<= 1'b0;
        end
        always@(posedge clk or negedge rst_n)begin
            if(!rst_n)
                din<= 0;
            else if(wren|((m_state_c==M_RDSR)&(finish&flag[1]&~wel&~busy)))
                din <= 8'h06;
            else if(m_state_c==M_WREN&byte_done&flag[0])
                din <= 8'h20 ;
            else if(( ((m_state_c==M_SE)&(s_state_c==S_ADDR))|((m_state_c==M_PP)&(s_state_c==S_DATA)))&byte_done)
                din <= 8'h05;            
            else if( (m_state_c == M_PP)&sidle_en)
                din <= 8'h02;
            else if( ((m_state_c==M_SE)|(m_state_c== M_PP))&(s_state_c==S_CMD)&byte_done)
                din <= wradress_latch[23:16];
            else if(((m_state_c==M_SE)|(m_state_c==M_PP))&(s_state_c== S_ADDR)&(byte_cnt ==0 )&done)
                din <= wradress_latch[15:8];
            else if(((m_state_c==M_SE)|(m_state_c==M_PP))&(s_state_c== S_ADDR)&(byte_cnt ==1 )&done)
                din <= wradress_latch[7:0];
            else if((m_state_c==M_PP)&(s_state_c==S_DATA)&data_vld)
                din <= data ;
            else if((m_state_c==M_RDSR)&(s_state_c==S_CMD)&byte_done)
                din <= 8'h00 ;
        end
        always@(posedge clk or negedge rst_n)begin
            if(!rst_n)
                req_en <= 0;
            else if(m_state_c==M_WREN&done_5ms)
                req_en <= 1'b1;
            else if( ((m_state_c==M_SE)|(m_state_c== M_PP))&(s_state_c==S_CMD)&byte_done)
                req_en <= 1'b1;
            else if(((m_state_c==M_SE)|(m_state_c==M_PP))&(s_state_c== S_ADDR)&(byte_cnt < BYTE_CNT -1)&done)
                req_en <= 1'b1;
            else if((m_state_c==M_RDSR)&(s_state_c==S_CMD)&byte_done)
                req_en <= 1'b1; 
            else if((m_state_c==M_RDSR)&(s_state_c==S_DATA)&(byte_cnt< BYTE_CNT -1)&done)
                req_en <= 1'b1; 
            else if((m_state_c==M_RDSR)&done_5ms&flag[1]&~busy)
                req_en <= 1'b1; 
            else if((m_state_c == M_PP)&sidle_en)
                req_en <= 1'b1;
            else if((m_state_c==M_PP)&(s_state_c==S_DATA)&data_vld)
                req_en <= 1'b1;  
            else
                req_en <= 1'b0;
        end
        always@(posedge clk or negedge rst_n)begin
            if(!rst_n)
                req<= 0;
            else if(sidle_en|req_en)
                req<= 1'b1;
            else
                req<= 1'b0;
        end
        always@(posedge clk or negedge rst_n)begin
            if(!rst_n)
                fail<= 0;
            else if((m_state_c ==M_RDSR)&done_5ms&busy)
                fail<= 2'b01;
            else if((m_state_c ==M_RDSR)&done_5ms&flag[2]&~busy)
                fail<= 2'b10;
            else
                fail<= 2'b00;
        end
        always@(posedge clk or negedge rst_n)begin
            if(!rst_n)
                wrready<= 0;
            else if((m_state_c==M_PP)&(s_state_c== S_ADDR)&byte_done)
                wrready<= 1'b1;
            else if((m_state_c==M_PP)&(s_state_c== S_DATA)&(byte_cnt < BYTE_CNT -1 )&done)
                wrready<= 1'b1;
            else
                wrready<= 1'b0;
        end
        always@(posedge clk or negedge rst_n)begin
            if(!rst_n)
                wrdone<= 0;
            else if(flag[2]&~busy&done_5ms)
                wrdone<= 1'b1;
            else
                wrdone<= 1'b0;
        end
    endmodule 
[flow/run.sh]
#!/bin/bash
# OpenROAD 26Q1-2900-gdf79404cd8, Yosys 0.63+post, stock flow scripts
make -C /OpenROAD-flow-scripts/flow DESIGN_CONFIG=/design/flow/config.mk WORK_HOME=/design/flow/orfs finish
[flow/config.mk]
export PLATFORM = sky130hd
export DESIGN_NAME = flash_write
export DESIGN_NICKNAME = flash_write
export VERILOG_FILES = /design/flow/design.v
export SDC_FILE = /design/flow/constraint.sdc
export NUM_CORES = 4
export LEC_CHECK = 1
export CORE_UTILIZATION = 30
[flow/constraint.sdc]
current_design flash_write

set clk_period 6.2
set clk_io_pct 0.2

create_clock -name clk0 -period $clk_period [get_ports {clk}]

set non_clock_inputs [all_inputs -no_clocks]
set_input_delay [expr $clk_period * $clk_io_pct] -clock clk0 $non_clock_inputs
set_output_delay [expr $clk_period * $clk_io_pct] -clock clk0 [all_outputs]
==> run notes <==
The layout was made with Yosys and OpenROAD.

Counting endpoints that fail hold in the final report gives 0. The synthesized-area fraction occupied by adder cells is 3.474%. The placement summary gives the final routability congestion estimate as around 0.86.

The script reports the combined buffer and inverter count of the critical path as 1. The vertical die size is 140.6 um. From synthesis to final layout, the design area changed by 17.57%. Counting along the longest clock path gives a buffer depth of 2. The path type of the worst setup path is input pin to flip-flop. In this run, the synthesized area fraction spent on xor and xnor cells is recorded as under 10%.

The number of DRC violations after detailed routing is 0. The tightest min-delay check is of the flip-flop to flip-flop type. Detailed placement reports a standard cell area of roughly 6500 sq um. Per the OpenROAD floorplan log, the area of the die is 19760 sq um. The cell class contributing the biggest share of worst-path delay is simple AND/OR/NAND/NOR gates. Yosys mapped the design onto 70 distinct sky130hd cell types. The clock slew seen by the registers of the worst setup and hold paths is about 0.07 ns. STA classifies the critical path endpoint as a flip-flop. The global route stage reports its total congestion overflow as 0. The simple-gate share of the synthesized area is 23.21%.

The setup slack on the worst flop-to-flop path is 2.92 ns. The fraction of synthesized area in multiplexers is 6.471%. The vias per cell is 5.221. Excluding fillers, the count of instances in the completed layout stands at around 860. The number of top-level pins is approximately 59. Per the detail_route report, inserted antenna diodes total 0. In this run the cell area of the synthesized design comes to 5762 sq um. The total via count after detailed routing is approximately 4500.

The TritonCTS clock tree is built. The sum of net half-perimeters after detailed placement is 9408 um. The required time at the endpoint of the critical path is 6.39 ns.

The worst ir drop on vdd is 0.1064 mV. The first TritonRoute pass finished after 4 iterations. In this run, the synthesized area fraction spent on AND-OR/OR-AND gates is recorded as 13.07%.

The region available for standard cell placement spans 18770 sq um. Clock skew on the completed layout was measured at 0.006665 ns. Once placement completed, the tool counted placed cells totaling around 840. The sort of element at the start of the critical path is an input pin.

The H-tree was split into 3 levels. Registers are responsible for 49.3% of the overall power. After layout, the minimum clock period comes to 3.709 ns. The stat command in Yosys gives a chip area of approximately 5800 sq um. The post-cts repair resize count is 0.

Entering global routing, the biggest net connects 61 pins. Per the TritonCTS log, the buffer count is 9. The final layout reports a setup TNS of 0 ns. Of all nets on the critical path, the largest fanout is 10. The global-route usage over all layers is 13.96%. TritonRoute output was used to compute an average wire per cell of 15.39 um.

The upper clock frequency limit is between 0.2 and 0.3 GHz. The delay of the slowest critical-path stage is 0.62 ns. The leakage power in the latest report is 2.847 nW. The reported max-cap violation count is 0. The worst path uses around three fifths of the clock period. The critical path arrival is 3.90 ns.

The total of hold buffers inserted after clock tree synthesis is 0. The total power is 0.001522 W. The stage logs contain a warning count of 33.

The cell with the largest stage delay on the worst path is sky130_fd_sc_hd__clkdlybuf4s50_1. The placement report lists the number of port buffers as 52. The synthesized netlist was found by Yosys to have 576 cells. The fraction of power spent switching nets is 25.97%. Counting flops with a built-in enable in the synthesized netlist gives 0. The total routed wirelength is between 10000 and 15000 um. Per the repair_timing log after CTS, setup buffers inserted total 0.

Per the post-route antenna check, the number of violating nets is 0. According to the floorplan report, the die width is around 140 um. The number of antenna violations at the first check in global routing is 0. The timer found 5 register pins that no clock reaches; their paths are not timed.

10 endpoints have no timing constraint. The final-report setup violation count is 0. Traced cell by cell, the critical path runs through clkdlybuf4s50_1 > nor4b_1 > nand2_1 > nor2_1 > and3b_1 > o2111ai_1 > a41oi_1. A synthesized cell averages 10.00 sq um. The net switching power figure is 0.0003954 W.

The dominant register cell is sky130_fd_sc_hd__dfrtp_1. The layout cell share with drive strength beyond 1 is 12.02%. Setup repair after global routing left no endpoint under its margin. The number of max-slew violations in the final report is 0. The floorplan step records an initial core utilization of just over 30%.

Among the non-sequential cells, simple AND/OR/NAND/NOR gates take the most area. The clock network is responsible for 36.5% of the overall power. The share of synthesized registers carrying an async set or reset is 95.37%.

The violation tally from detailed-route iteration zero is approximately 240. The part of the power in combinational logic is 14.3%. The clock latency on the worst-skew pair is 0.34 ns. Counting the warning lines in the Yosys log gives 1. The finished cells cover 6774 sq um. The root cell of the clock tree is sky130_fd_sc_hd__clkbuf_16. The first-pass GRT wire length is 21770 um. For reference, the placement row count at floorplan is 50. The synthesized flop and latch total is 108.

The total power density per cell area is 224.7 nW/um^2. The number of global-route vias before repair is around 4300. The run finished with clean final reports.

Per the post-synthesis report, the number of cells in the design is 576. The worst-margin pin slew is roughly 0.85 ns. The internal power summed over all cells is 0.001127 W. Across all checked pins, the minimum headroom to the slew limit is 43.38%.
-- cell families after synthesis --
family | after synthesis
AND/OR/NAND/NOR | 234
XOR/XNOR | 28
flip-flops | 103
adder cells (fa/ha/maj) | 16
latches | 5
buffers and inverters | 45
AND-OR/OR-AND | 111
multiplexers | 34
-- layer usage --
| metal | routed length (um) | vias up | share of wire [%] | track usage (%) |
|---|---|---|---|---|
| met4 | 200 | 0 | 1.5 | 2.059 |
| met2 | 6126 | 89 | 46 | 21.53 |
| met5 | 0 | - | 0 | 0 |
| met3 | 511 | 16 | 3.9 | 2.215 |
| met1 | 6368 | 2189 | 48 | 21.67 |
| li1 | - | 2186 | - | - |
-- per-stage QoR --
stage	setup WS [ns]	hold slack, ns	util [%]
finish	2.491	0.4342	36.09
global route	2.280	0.4679	36.09
CTS	2.477	0.4388	36.09
detailed placement	2.164	0.4239	34.55
global placement	2.169	0.4190	34.55
floorplan	3.230	0.4103	-
-- placed cells by master (no fill, tap or decap), drive strengths merged, types with 13 or more instances in the layout --
cell type | netlist | final
nand3 | 19 | 19
inv | 23 | 23
clkdlybuf4s50 | 0 | 51
o21ai | 26 | 26
ha | 16 | 16
nor3 | 28 | 28
xor2 | 19 | 19
a21oi | 22 | 22
and3 | 16 | 16
mux2 | 26 | 26
dfrtp | 100 | 100
nor2 | 39 | 39
nand4 | 13 | 13
nand2 | 61 | 61
-- cell type report --
type / instances / area [sq um]
Clock buffer: 10 / 229.0
Tap cell: 234 / 292.8
Timing Repair Buffer: 55 / 540.5
Inverter: 23 / 86.33
Multi-Input combinational cell: 423 / 2909
Sequential cell: 108 / 2656
Fill cell: 1808 / 11990
Clock inverter: 5 / 60.06
-- state kept, by name, indices dropped and copies added, names as in the netlist, 2 cells and up, named ones only --
| name | count |
|---|---|
| m_state_n | 5 |
| flag | 3 |
| m_state_c | 5 |
| wradress_latch | 24 |
| byte_cnt | 11 |
| din | 8 |
| fail | 2 |
| delay_5ms | 17 |
| s_state_c | 5 |
| BYTE_CNT | 4 |
| delay_3s | 10 |
-- power groups by stage --
stage                 clock [W]  sequential, W  combinational, W
after CTS              0.000576       0.000750          0.000222
after global routing   0.000599       0.000756          0.000243
final                  0.000555       0.000750          0.000217
-- synth_stat cells, types with 3 or more instances --
| library cell | instances | share of area, % |
|---|---|---|
| sky130_fd_sc_hd__dfrtp_1 | 100 | 43 |
| sky130_fd_sc_hd__o211a_1 | 4 | 0.69 |
| sky130_fd_sc_hd__nand3_1 | 19 | 1.7 |
| sky130_fd_sc_hd__nor3_1 | 17 | 1.5 |
| sky130_fd_sc_hd__xnor2_1 | 9 | 1.4 |
| sky130_fd_sc_hd__dlxtn_1 | 5 | 1.3 |
| sky130_fd_sc_hd__mux2i_1 | 8 | 1.4 |
| sky130_fd_sc_hd__xor2_1 | 19 | 2.9 |
| sky130_fd_sc_hd__clkbuf_1 | 10 | 0.65 |
| sky130_fd_sc_hd__nor2_1 | 38 | 2.5 |
| sky130_fd_sc_hd__mux2_2 | 24 | 4.7 |
| sky130_fd_sc_hd__nand2b_1 | 5 | 0.54 |
| sky130_fd_sc_hd__buf_2 | 10 | 0.87 |
| sky130_fd_sc_hd__or2_2 | 5 | 0.54 |
| sky130_fd_sc_hd__or3_1 | 6 | 0.65 |
| sky130_fd_sc_hd__nor4b_1 | 4 | 0.61 |
| sky130_fd_sc_hd__a31oi_1 | 4 | 0.43 |
| sky130_fd_sc_hd__o211ai_1 | 8 | 1.0 |
| sky130_fd_sc_hd__nor4_2 | 8 | 1.7 |
| sky130_fd_sc_hd__and3_1 | 16 | 1.7 |
| sky130_fd_sc_hd__a21oi_1 | 22 | 1.9 |
| sky130_fd_sc_hd__o22ai_1 | 3 | 0.33 |
| sky130_fd_sc_hd__nor2b_1 | 7 | 0.76 |
| sky130_fd_sc_hd__o21ai_0 | 24 | 2.1 |
| sky130_fd_sc_hd__nand4_1 | 13 | 1.4 |
| sky130_fd_sc_hd__and2_1 | 6 | 0.65 |
| sky130_fd_sc_hd__dfstp_2 | 3 | 1.4 |
| sky130_fd_sc_hd__inv_1 | 23 | 1.5 |
| sky130_fd_sc_hd__nand2_1 | 61 | 4.0 |
| sky130_fd_sc_hd__nor3_2 | 10 | 1.7 |
| sky130_fd_sc_hd__o31ai_1 | 3 | 0.39 |
| sky130_fd_sc_hd__a21o_1 | 8 | 1.0 |
| sky130_fd_sc_hd__a311oi_1 | 5 | 0.76 |
| sky130_fd_sc_hd__ha_1 | 16 | 3.5 |
| sky130_fd_sc_hd__o2111ai_1 | 6 | 0.91 |
-- worst paths after layout --
| kind | startpoint | to | cells past startpoint |
|---|---|---|---|
| setup / recovery | done | din[1] | 7 |
| hold / removal | req_en | req | 1 |
| setup reg to reg | flip-flop | byte_cnt[10] | 12 |
| hold reg to reg | req_en | req | 1 |
| max in group asynchronous | rst_n | delay_5ms[10] | 2 |
| min in group asynchronous | rst_n | delay_5ms[4] | 1 |
Power and IR drop assume default switching activity.
