--- run.sh ---
#!/bin/bash
# OpenROAD 26Q1-2900-gdf79404cd8, Yosys 0.63+post, stock flow scripts
make -C /OpenROAD-flow-scripts/flow DESIGN_CONFIG=/design/flow/config.mk WORK_HOME=/design/flow/orfs finish
--- config.mk ---
export PLATFORM = sky130hd
export DESIGN_NAME = spi_master
export DESIGN_NICKNAME = spi_master
export VERILOG_FILES = /design/flow/design.v
export SDC_FILE = /design/flow/constraint.sdc
export NUM_CORES = 4
export LEC_CHECK = 1
export CORE_UTILIZATION = 30
--- constraint.sdc ---
current_design spi_master

set clk_period 2.2
set clk_io_pct 0.2

create_clock -name clk0 -period $clk_period [get_ports {clk}]

set non_clock_inputs [all_inputs -no_clocks]
set_input_delay [expr $clk_period * $clk_io_pct] -clock clk0 $non_clock_inputs
set_output_delay [expr $clk_period * $clk_io_pct] -clock clk0 [all_outputs]
--- design.v ---
    module  spi_master (
        input                 clk     , 
        input                 rst_n   , 
        input                 req     ,
        input         [7:0]   din     ,
        input                 finish  ,
        output   reg          done    ,
        output   reg  [7:0]   dout    ,
        output   reg          spi_sclk,
        input                 spi_miso,
        output   reg          spi_mosi,
        output   reg          spi_cs   
    );
        localparam  SCLK_PERIOD = 16    ,
                    SCLK_RISE   = 8     ;
        localparam  CNT_BIT     = 8     ;
        localparam  IDLE        = 3'b001,
                    READY       = 3'b010,
                    TRANS       = 3'b100;
        reg   [7:0]  din_latch;
        reg   [3:0]  sclk_cnt ;
        reg          sclk_done;
        reg   [3:0]  bit_cnt  ;
        reg          csen     ;
        reg   [2:0]  state_c  ;
        reg   [2:0]  state_n  ;
        always@(posedge clk or negedge rst_n)begin
            if(!rst_n)
                din_latch<= 0;
            else if(req)
                din_latch<= din;
            else if(sclk_cnt== SCLK_PERIOD - 2)
                din_latch<= din_latch << 1;
        end
        always@(posedge clk or negedge rst_n)begin
            if(!rst_n)
                state_c<= 0;
            else
                state_c<= state_n  ;
        end
        always@(*)begin
            case(state_c)
                IDLE :begin
                        if(req)
                            state_n = READY ; 
                        else
                            state_n = state_c;
                      end                
                READY:state_n = TRANS ; 
                TRANS:begin
                        if(done)
                            state_n = IDLE; 
                        else
                            state_n = state_c;
                      end
                default:state_n = IDLE;
            endcase
        end
        always@(posedge clk or negedge rst_n)begin
            if(!rst_n)
                csen<= 0;
            else if(finish)
                csen<= 1'b0;
            else if(req)
                csen<= 1'b1;
        end
        always@(posedge clk or negedge rst_n)begin
            if(!rst_n)
                spi_cs<= 1'b1;
            else if(csen)
                spi_cs<= 1'b0;
            else
                spi_cs<= 1'b1;
        end
        always@(posedge clk or negedge rst_n)begin
            if(!rst_n)
                sclk_cnt <= 0;
            else if((sclk_cnt== SCLK_PERIOD - 1)|~csen ) 
                sclk_cnt <= 0;
            else if(csen)
                sclk_cnt <=  sclk_cnt + 1'b1;
        end 
        always@(posedge clk or negedge rst_n)begin
            if(!rst_n)
                sclk_done<= 0;
            else if(sclk_cnt== SCLK_PERIOD - 1)
                sclk_done<= 1'b1;
            else
                sclk_done<= 1'b0;
        end  
        always@(posedge clk or negedge rst_n)begin
            if(!rst_n)
                spi_sclk<= 0;
            else if((sclk_cnt== SCLK_RISE)&csen)
                spi_sclk<= 1'b1;
            else if(sclk_done)
                spi_sclk<= 1'b0;
        end   
        always@(posedge clk or negedge rst_n)begin
            if(!rst_n)
                bit_cnt <= 0;
            else if((bit_cnt == CNT_BIT - 1)&sclk_done)
                bit_cnt <= 0;
            else if(sclk_done)
                bit_cnt <= bit_cnt + 1'b1;
        end   
        always@(posedge clk or negedge rst_n)begin
            if(!rst_n)
                done<= 0;
            else if((bit_cnt == CNT_BIT - 1)&sclk_done)
                done<= 1'b1;
            else
                done<= 1'b0;
        end
        always@(posedge clk or negedge rst_n)begin
            if(!rst_n)
                spi_mosi<= 0;
            else if(sclk_done||(state_c==READY))
                spi_mosi<= din_latch[7] ;
        end
        always@(posedge clk or negedge rst_n)begin
            if(!rst_n)
                dout <= 0;
            else if(sclk_cnt== SCLK_RISE - 1)
                dout <= {dout[6:0],spi_miso};
        end
    endmodule
==> out/metrics.csv <==
metric,value,unit
path_max_fanout,1,
antenna_found_initial,0,
cts_inserted_buffers,5,
whs_path_depth,1,
seqPwrFrac,56.7,%
timing.hold.ws,446,ps
clk_latency,280,ps
synth_flops,34,
cp.required,1760,ps
detail_route.first_pass.iterations,4,
critPathLaunchType,register,
holdBufCountCts,0,
fp.dieH,69.7,microns
yosysWarningCount,1,
n_antenna_cell,0,
p_leak,0.810,nW
lay_top_count,dfrtp_1,
p_per_area,672,nW/um^2
crit_path_max_incr_delay,510,ps
cts_tree,built,
end_kind,output port,
io_pins,25,
min_path_type,register to register,
critPathArrivalTime,1230,ps
hold_start,csen$_DFFE_PN0P_,
avgSynthCellArea,12.5,sq um
r2r_cells,3,
final_core_util,40.0,%
clockRootBuffer,clkbuf_8,
rsz0062_at_grt,false,
core_util_floorplan,31.3,%
final_antenna_net_count,0,
portBuffers,24,
cp_cell_sequence,clkdlybuf4s50_1,
log.warning_count,27,
post_cts_resize_count,0,
fillCellCount,402,
clock_skew,4.39,ps
finalClockPeriodUsage,75.8,%
cap_violations,0,
setup_viol,0,
fin_crit,1670,ps
comb_power_share,7.9,%
intPower,925,uW
dp_cells,185,
final_cells,192,
num_rows,24,
rr_startpoint,sclk_cnt[0]$_DFFE_PN0P_,
grt_use_total,11.4,%
yosys_cells,110,
grt_pass1_vias,939,
grt_max_degree,35,
min_to,spi_cs$_DFF_PN1_,
core_area,4380,sq um
finalHoldViolCount,0,
synth_seq_share,62.1,%
ir_worst_vdd,208,uV
p_sw,255,uW
place_hpwl,1.62,mm
slew_viol_final,0,
drive_gt1_share,15.7,%
routed_wl,2.41,mm
path_delay_family,flip-flops,
synth_area,1370,sq um
clock-sinks,34,
vias,895,
htree_levels,2,
fin_setup_tns,0,ps
clk_path_buf_depth,2,
status,completed,
viasPerCell,4.66,
yosys_area,1370,sq um
path_clk_slew,60,ps
drc,0,
cp_slowest_cell,dfstp_2,
post_cts_buffers,0,
fmax,599,MHz
die_w,69.7,microns
swShare,21.6,%
r2r-end,dout[6]$_DFFE_PN0N_,
postSynthCellCount,110,
overflow,0,
cp_num_buf_inv,1,
pwr-share-clk,35.5,%
wire_per_inst,12.5,microns
dieArea,4850,sq um
grt_pass1_wl,4.32,mm
r2r_slack,820,ps
synthToLayoutAreaGrowth,27.8,%
drt_iter0_markers,63,
worstSetupPathType,register to output port,
ys_types,28,
final_cell_mix,"dfrtp_1, clkdlybuf4s50_1, mux2_2, nand2_1, a21oi_1",
gp_congestion,0.773,
sequential cells by signal, summed over array words and instances (netlist names):
signal     cells
bit_cnt        4
csen           1
din_latch      8
done           1
dout           8
sclk_cnt       4
sclk_done      1
spi_cs         1
spi_mosi       1
spi_sclk       1
state_c        4
stage by stage:
step	total power, mW	instance area, sq um	worst slack (ps)
6_report	1.18	1760	531
3_5_place_dp	0.774	1680	493
4_1_cts	1.19	1760	518
3_3_place_gp	0.772	1680	491
2_1_floorplan	0.716	1370	921
5_1_grt	1.24	1760	491
power by group through the flow:
stage         Sequential (mW)  Clock, mW  Combinational (mW)
CTS                     0.669      0.431              0.0948
finish                  0.669      0.419              0.0927
global route            0.671      0.462               0.104
cell families after synthesis:
| kind of cell | count (synthesis) | synth area share, % |
|---|---|---|
| XOR/XNOR | 2 | 1.28 |
| multiplexers | 11 | 9.02 |
| AND-OR/OR-AND | 23 | 11.3 |
| AND/OR/NAND/NOR | 25 | 9.38 |
| buffers and inverters | 10 | 3.01 |
| adder cells (fa/ha/maj) | 4 | 3.64 |
| flip-flops | 34 | 62.1 |
| other | 1 | 0.273 |
layer usage:
layer  GRT usage (%)  share of wire (%)  up-vias  wire length (microns)
met1            18.1                 51      427                   1220
met4            1.56                2.0        0                     47
li1                -                  -      442                      -
met2            16.0                 42       21                   1010
met5               0                  0        -                      0
met3            3.98                5.4        5                    131
cell type report:
cell class	count	area (sq um)	share of cell area (%)
inverters	7	26.3	1.50
multi-input cells	66	479	27.3
well taps	52	65.1	3.71
clock buffers	7	76.3	4.35
flip-flops and latches	34	853	48.6
repair buffers	26	255	14.5
synthesized netlist by cell type, drive strengths merged:
cell	count	area [sq um]
dfrtp	32	801
mux2	11	124
nand2	11	41.3
a21oi	10	50.1
a2bb2oi	7	61.3
inv	6	22.5
ha	4	50.1
nor2	3	11.3
a21o	2	15.0
and3	2	12.5
clkbuf	2	7.51
dfstp	2	52.6
nor3	2	10.0
o21ai	2	10.0
xnor2	2	17.5
a221o	1	10.0
and2	1	6.26
and4b	1	10.0
buf	1	7.51
clkinv	1	3.75
conb	1	3.75
nand3	1	5.00
nand3b	1	11.3
nand4	1	6.26
nor3b	1	7.51
o32ai	1	8.76
or4	1	7.51
how the worst max path moves through the flow:
stage	from	to	slack [ps]	cells after the start
finish	spi_cs$_DFF_PN1_	spi_cs	530	1
CTS	spi_cs$_DFF_PN1_	spi_cs	520	1
global route	spi_cs$_DFF_PN1_	spi_cs	490	1
Power figures rest on the tool's default switching activity, not on a simulated workload.
