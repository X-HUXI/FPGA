File: flow/config.mk
export PLATFORM = sky130hd
export DESIGN_NAME = flash_read
export DESIGN_NICKNAME = flash_read
export VERILOG_FILES = /design/flow/design.v
export SDC_FILE = /design/flow/constraint.sdc
export NUM_CORES = 4
export LEC_CHECK = 1
export CORE_UTILIZATION = 40
File: flow/constraint.sdc
current_design flash_read

set clk_period 3.8
set clk_io_pct 0.2

create_clock -name clk0 -period $clk_period [get_ports {clk}]

set non_clock_inputs [all_inputs -no_clocks]
set_input_delay [expr $clk_period * $clk_io_pct] -clock clk0 $non_clock_inputs
set_output_delay [expr $clk_period * $clk_io_pct] -clock clk0 [all_outputs]
File: flow/design.v
    module flash_read (
        input                  clk       ,
        input                  rst_n     ,
        input                  rden      ,
        input                  rdid      ,
        input          [23:0]  rdadress  ,
        output   reg           rddone    ,   
        output   reg   [7:0]   rddata    ,
        output   reg           rddata_vld, 
        input                  done      ,
        input          [7:0]   dout      ,
        output   reg           req       ,
        output   reg   [7:0]   din       ,
        output   reg           finish    
    );
    localparam  RD_IDLE   = 7'b000_0001, 
                RDID_CMD  = 7'b000_0010, 
                RDID_DATA = 7'b000_0100, 
                RDDA_CMD  = 7'b000_1000, 
                RDDA_ADDR = 7'b001_0000, 
                RDDA_DATA = 7'b010_0000, 
                RD_DONE   = 7'b100_0000; 
        reg   [23:0] rdadress_latch ;
        reg   [6:0]  state_c        ;
        reg   [6:0]  state_n        ;
        reg   [5:0]  byte_cnt       ;
        reg   [5:0]  BYTE_CNT       ;
        reg          byte_done      ;
        reg  [20:0]  delay_cnt      ;
        reg          delay_done     ;
        reg          req_en         ;
        always@(posedge clk or negedge rst_n)begin
            if(!rst_n)
                rdadress_latch<= 0;
            else if(rden)
                rdadress_latch<= rdadress;
        end
        always@(posedge clk or negedge rst_n)begin
            if(!rst_n)
                state_c<= RD_IDLE;
            else
                state_c<= state_n;
        end 
        always@(*)begin
            case(state_c)
                RD_IDLE  :begin
                            if(rdid)
                                state_n = RDID_CMD ;
                            else if(rden)
                                state_n = RDDA_CMD ;
                            else
                                state_n = state_c;
                          end
                RDID_CMD :begin
                            if(byte_done)
                                state_n = RDID_DATA;
                            else
                                state_n = state_c;
                          end
                RDID_DATA:begin
                            if(byte_done)
                                state_n = RD_DONE;
                            else
                                state_n = state_c;
                          end
                RDDA_CMD :begin
                            if(byte_done)
                                state_n = RDDA_ADDR;
                            else
                                state_n = state_c;
                          end
                RDDA_ADDR:begin
                            if(byte_done)
                                state_n = RDDA_DATA;
                            else
                                state_n = state_c;
                          end
                RDDA_DATA:begin
                            if(byte_done)
                                state_n = RD_DONE  ;
                            else
                                state_n = state_c;
                          end
                RD_DONE  :begin
                            if(delay_done)
                                state_n = RD_IDLE ;
                            else
                                state_n = state_c;
                          end       
                default : state_n = RD_IDLE;
            endcase
        end
        always@(posedge clk or negedge rst_n)begin
            if(!rst_n)
                BYTE_CNT <= 1;
            else if(rden |rdid |((state_c ==RDID_DATA)|(state_c ==RDDA_DATA))&byte_done )
                BYTE_CNT <= 1;
            else if((state_c ==RDID_CMD)&byte_done )
                BYTE_CNT <= 10;
            else if((state_c ==RDDA_CMD)&byte_done)
                BYTE_CNT <= 3;
            else if((state_c ==RDDA_ADDR)&byte_done)
                BYTE_CNT <= 12;
        end
        always@(posedge clk or negedge rst_n)begin
            if(!rst_n)
                byte_cnt <= 0;
            else if((byte_cnt== BYTE_CNT - 1)&done) 
                byte_cnt <= 0;
            else if(done)
                byte_cnt <=  byte_cnt + 1'b1;
        end
        always@(posedge clk or negedge rst_n)begin
            if(!rst_n)
                byte_done<= 0;
            else if((byte_cnt== BYTE_CNT - 1)&done)
                byte_done<= 1'b1;
            else
                byte_done<= 1'b0;
        end
        always@(posedge clk or negedge rst_n)begin
            if(!rst_n)
                delay_cnt <= 0;
            else if(delay_cnt== 125_000 -1) 
                delay_cnt <= 0;
            else if(state_n == RD_DONE)
                delay_cnt <=  delay_cnt + 1'b1;
        end
        always@(posedge clk or negedge rst_n)begin
            if(!rst_n)
                delay_done<= 0;
            else if(delay_cnt== 125_000 -1)
                delay_done<= 1'b1;
            else
                delay_done<= 1'b0;
        end
        always@(posedge clk or negedge rst_n)begin
            if(!rst_n)
                din<= 8'h00;
            else if(rden)
                din<= 8'h03;
            else if(rdid)
                din<= 8'h4B;
            else if((state_c ==RDID_CMD|state_c ==RDDA_ADDR)&byte_done)
                din<=  8'h00;
            else if(state_c ==RDDA_CMD &byte_done)
                din <= rdadress_latch[23:16];
            else if(state_c ==RDDA_ADDR & byte_cnt ==0& done)
                din <= rdadress_latch[16:8];
            else if(state_c ==RDDA_ADDR & byte_cnt ==1& done)
                din <= rdadress_latch[7:0];
        end
        always@(posedge clk or negedge rst_n)begin
            if(!rst_n)
                req_en<= 0;
            else if((((state_c ==RDDA_DATA )&(byte_cnt< BYTE_CNT - 1))|((state_c !=RDDA_DATA)&(state_c !=RD_IDLE)))& done)
                req_en<= 1'b1;
            else
                req_en<= 1'b0;
        end
        always@(posedge clk or negedge rst_n)begin
            if(!rst_n)
                req<= 0;
            else if(rden|req_en|rdid)
                req<= 1'b1;
            else
                req<= 1'b0;
        end
        always@(posedge clk or negedge rst_n)begin
            if(!rst_n)
                finish<= 0;
            else if((state_c ==RDDA_DATA | state_c ==RDID_DATA)&byte_done)
                finish<= 1'b1;
            else
                finish<= 1'b0;
        end
        always@(posedge clk or negedge rst_n)begin
            if(!rst_n)
                rddata<= 0;
            else if((state_c ==RDDA_DATA | state_c ==RDID_DATA )& done)
                rddata<= dout;
        end
        always@(posedge clk or negedge rst_n)begin
            if(!rst_n)
                rddata_vld<= 0;
            else if(state_c ==RDDA_DATA & done)
                rddata_vld<= 1'b1;
            else
                rddata_vld<= 1'b0;
        end
        always@(posedge clk or negedge rst_n)begin
            if(!rst_n)
                rddone<= 0;
            else if(delay_done)
                rddone<= 1'b1;
            else
                rddone<= 1'b0;
        end
    endmodule  
File: flow/run.sh
#!/bin/bash
# OpenROAD 26Q1-2900-gdf79404cd8, Yosys 0.63+post, stock flow scripts
make -C /OpenROAD-flow-scripts/flow DESIGN_CONFIG=/design/flow/config.mk WORK_HOME=/design/flow/orfs finish
==> results_slide.txt <==
Flow Results at a Glance

Floorplanning
  • Chip height: 103 um
  • Rows: 36
  • DIE AREA: 0.0107 mm2
  • FP Util: 41.7%
  • Core ar.: 0.00986 mm2
  • Die width: 103 um
  • I/O pin total: 57

Critical path
  • Critical Path Fanout Max: 12
  • Worst setup path startpoint: done
  • Reg2Reg Depth: 5
  • Startpoint types: primary input
  • CP required: 4.03 ns
  • RR Startpoint: byte_done
  • Crit path capture type: flip-flop
  • Crit Path Category: primary input to flip-flop
  • Critical Path AT: 2.97 ns

Placement
  • Final GP Congestion: 0.792
  • Placed cell area: 0.00481 mm2
  • Dpl ws: 0.690 ns
  • DP HPWL: 5670 um
  • I/O Buffers: 56

Yosys
  • Chip area line of the yosys report: 0.00411 mm2
  • Avg Cell Area, Syn: 11.3 um2
  • Post-synth EDFFs: 0
  • Synth Seq Share: 53.6%
  • Ao+oa area frac: 10.7%
  • Ys flops: 88
  • Simple-Gate Fraction of Synth Area: 14.4%
  • Xor/xnor share: 3.59%
  • Mapped Cells: 364
  • Largest logic family: simple AND/OR/NAND/NOR gates
  • Main flop type: dfrtp_1
  • Cells in synth_stat.txt: 364
  • Post-synth ARST share: 100%
  • YS warnings: 1
  • Synth unique cells: 54
  • Synthesized area: 0.00411 mm2
  • Fa+ha+maj area frac: 3.35%
  • Mux area share: 10.7%

Clock network
  • CTS tree: built
  • # clock sinks: 88
  • Total setup buffers inserted after CTS: 0
  • H-tree depth: 3
  • CTS root buffer: clkbuf_8
  • CTS Hold Bufs: 0
  • Clock buffer depth: 2
  • CTS resizes: 0
  • Reg clk slew, reported paths: 0.09 ns
  • Clk Latency, worst-skew pair: 0.35 ns
  • Num CTS Buffers: 9

Timing
  • Final period util: 72.0%
  • Worst clock skew: 0.0120 ns
  • PnR worst setup slack: 1.06 ns
  • Relative slew slack: 51.1%
  • F_max: 365 MHz
  • Final setup viols: 0
  • Max Slew Vio Count: 0
  • Slew @ Worst Pin: 0.728 ns
  • Setup TNS: 0 ns
  • Final min period: 2.74 ns
  • RSZ-0062 raised after global routing: false
  • Final hold vios: 0

Pwr
  • Sequential Power Share: 48.6%
  • Sw frac: 29.2%
  • Cell internal pwr: 0.00181 W
  • Total net switching power: 0.000748 W
  • Clk pwr share: 26.6%
  • Worst vdd ir: 0.238 mV
  • Gate power share: 24.8%
  • PD cells: 509 mW/mm2
  • Leak: 2.14 nW

Global routing
  • Remaining Overflow, GRT: 0
  • First-pass GRT wire length: 13,300 um
  • All-Layer GR Usage: 16.4%
  • Initial antenna violation count: 0
  • Pin count of the biggest net entering global routing: 53
  • Vias in the first global route: 2,786

Job
  • Stage-log warning count: 27
  • Max cap viols: 0

Cells and area
  • Fin area: 0.00503 mm2
  • Fraction of layout cells with a size suffix above 1: 16.5%
  • Post-Route Utilization: 51.0%
  • Area delta synth->final: 22.2%

Hold path
  • Worst min-delay path class: primary input to async pin

Routing
  • DRC: 0
  • Drt pass-1 iters: 4
  • Drt via density: 5.06
  • DR WL/cell: 14.0 um
  • Final WL: 7850 um
  • Antenna Nets Post-Route: 0
  • Initial drt markers: 80
  • Vias: 2,850
  • Number of antenna diodes: 0

Run status
  • Run status: finished, final reports clean
## kinds of logic (layout without fill, tap and decap cells)
family	count (synthesis)	in the layout
fa+ha+maj	11	11
compound gates	66	66
buf+inv	32	98
mux	40	40
simple gates	111	111
xor+xnor	16	16
flops	88	88
## cells in the mapped netlist (7+ instances only)
| cell | n | share of area, % |
|---|---|---|
| a21oi_1 | 11 | 1.3 |
| xor2_1 | 8 | 1.7 |
| xnor2_1 | 7 | 1.5 |
| nand2_1 | 32 | 2.9 |
| dfrtp_1 | 85 | 52 |
| inv_1 | 20 | 1.8 |
| o21ai_0 | 24 | 2.9 |
| nor2b_1 | 8 | 1.2 |
| mux2i_1 | 7 | 1.7 |
| nor3_1 | 9 | 1.1 |
| mux2_2 | 33 | 9.0 |
| ha_1 | 11 | 3.3 |
| nor2_1 | 18 | 1.6 |
| nand3_1 | 12 | 1.5 |
## layout make-up
class	instances	area (um2)
clock inverter	5	63.8
timing repair buffer	61	596
clock buffer	11	151
fill	864	4840
tap	133	166
multi-input combinational	244	1760
inverter	21	83.8
sequential	88	2210
## layer usage
| layer | track usage [%] | up-vias | share of wire (%) |
|---|---|---|---|
| met4 | 2.06 | 0 | 1.2 |
| met5 | 0 | - | 0 |
| met3 | 2.25 | 8 | 2.7 |
| met1 | 26.8 | 1377 | 51 |
| li1 | - | 1415 | - |
| met2 | 24.9 | 50 | 45 |
## worst paths after layout
check	endpoint	slack (ns)
min reg2reg	req	0.46
min in group clk0	req	0.46
max reg2reg	delay_cnt[20]	1.15
max	din[0]	1.06
max in group asynchronous	BYTE_CNT[0]	2.43
min	rddata[0]	0.43
## cells in the final DEF, fill, tap and decap left out, types with 3 or more instances in the layout
master	synthesis	final
dfrtp_1	85	85
clkdlybuf4s50_1	0	55
mux2_2	33	33
nand2_1	32	32
o21ai_0	24	24
inv_1	20	20
nor2_1	18	18
nand3_1	12	12
a21oi_1	11	11
ha_1	11	11
clkbuf_8	0	11
nor3_1	9	9
xor2_1	8	8
nor2b_1	8	8
xnor2_1	7	7
mux2i_1	7	7
buf_4	0	6
a22o_1	5	5
nand4_1	4	4
nand2b_1	4	4
o31ai_1	4	4
a221oi_1	4	4
dfstp_2	3	3
or4b_1	3	3
or4_1	3	3
or3_1	3	3
clkinv_4	1	3
a21o_1	3	3
## registers in the layout, summed over array words and instances (netlist names), named ones only
register,cells
BYTE_CNT,4
byte_cnt,6
byte_done,1
delay_cnt,21
delay_done,1
din,8
finish,1
rdadress_latch,24
rddata,8
rddata_vld,1
rddone,1
req,1
req_en,1
state_c,7
## worst max-delay path: stages
cell and delay (ns):
clkdlybuf4s50_1 0.45, buf_4 0.16, or4b_1 0.49, or4_1 0.50, nor2b_1 0.26, nor3_1 0.24
a21oi_1 0.10
## power groups by stage
stage | registers, W | logic, W | clock network [W]
4_1_cts | 0.00125 | 0.000645 | 0.000706
5_1_grt | 0.00127 | 0.000727 | 0.000743
6_report | 0.00124 | 0.000634 | 0.000680
## through the flow
stage	cells	power (W)	hold slack, ns
2_1_floorplan	364	0.00162	0.400
3_3_place_gp	547	0.00190	0.451
3_5_place_dp	547	0.00191	0.452
4_1_cts	563	0.00260	0.450
5_1_grt	563	0.00274	0.460
6_report	563	0.00256	0.429
Power is estimated from default activity; no workload was simulated.
